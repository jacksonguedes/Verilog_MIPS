File: ./run.sh
#!/bin/bash
# OpenROAD 26Q1-2900-gdf79404cd8, Yosys 0.63+post, stock flow scripts
make -C /OpenROAD-flow-scripts/flow DESIGN_CONFIG=/design/flow/config.mk WORK_HOME=/design/flow/orfs finish
File: ./config.mk
export PLATFORM = sky130hd
export DESIGN_NAME = contador_4b
export DESIGN_NICKNAME = contador_4b
export VERILOG_FILES = /design/flow/design.v
export SDC_FILE = /design/flow/constraint.sdc
export NUM_CORES = 4
export LEC_CHECK = 1
export CORE_AREA = 10 10 70 70
export DIE_AREA = 0 0 80 80
File: ./constraint.sdc
current_design contador_4b

set clk_period 1.4
set clk_io_pct 0.2

create_clock -name clk0 -period $clk_period [get_ports {clk}]

set non_clock_inputs [all_inputs -no_clocks]
set_input_delay [expr $clk_period * $clk_io_pct] -clock clk0 $non_clock_inputs
set_output_delay [expr $clk_period * $clk_io_pct] -clock clk0 [all_outputs]
File: ./design.v
module contador_4b(input clk, rst, output reg [3:0] saida);
	initial
	begin
		saida = 4'b0000;
	end
	always@(posedge clk)
	begin
		if(saida < 4'b1001)
			saida = saida + 1;
		else
			saida = 4'b0000;
		if(rst == 0)
			saida = 4'b0000;
	end
endmodule
==> results.cfg <==
; generated from flow reports
[logic_synthesis]
number_of_cells_in_the_yosys_synthesis_report = 21
count_of_warnings_emitted_by_yosys = 1
syn_avg_cell_area_um2 = 9.18
synthesis.instances = 21
synth.cell_area_um2 = 193
yosys.area.top_type = dfxtp_1
netlist.area_leader.share_pct = 41.6
synth_flop_count = 4
ys_seq_share_pct = 41.6
netlist_top_cells_area = dfxtp_1, ha_1, inv_1, and3_1, nor3b_2
yosysChipArea_um2 = 193
post_synth_num_cell_types = 13

[critical_path]
worst_path_dominant_cell_family = buffers and inverters
worstPathCellList = clkdlybuf4s50_1
critPathCaptureType = primary output
reg2reg_start = saida[0]
timing.critical_path.from_type = register
path_class = reg -> out
worst-path-max-fanout = 4
cpPeakStageDelay_ns = 0.49
cp_data_required_time_ns = 1.12
critPathBufInv = 1
critical_path_arrival_ns = 1.07
critical_path.startpoint = saida[0]
critical-path-slowest-cell = clkdlybuf4s50_1

[clocking]
cts_tree = yes
ctsRootBufferMaster = clkbuf_4
cts_inserted_buffers = 3
worst_skew_pair.late_latency_ns = 0.23
cts-root-to-sink-buffers = 2
clk_transition_reported_paths_ns = 0.04
htree_levels = 1
cts_num_sinks = 4
cts.repair_timing.setup_buffer_count = 0

[power]
finalPower_w = 0.000310
share_clk_of_total_power_pct = 45.8
p_comb_share_pct = 12.4
power.switching_fraction_pct = 22.1
power.sequential.fraction_pct = 41.8
peakVddDrop_mv = 0.212
p_per_area_nw_per_um2 = 923
p_leak_nw = 0.137
cell_internal_pwr_w = 0.000241
power.switching_w = 0.0000683

[routing]
number_of_vias_in_the_routed_layout = 166
route.antenna.diode_count = 0
route.antenna.remaining_nets = 0
vias_per_cell = 2.21
detail_route.first_pass.iterations = 4
drcViolationCount = 0
finalWirelength_um = 497
dr.first_iter.drc_count = 4
wire_per_inst_um = 6.63

[place]
gp_congestion = 0.639
pre_cts_ws_ns = 0.216
place.port_buffers = 5
placedCellCount = 72

[floorplanning]
design.core.area_um2 = 3420
die_area_um2 = 6400
die_w_um = 80
row_count = 21
die_height_um = 80
core_util_floorplan_pct = 5.64
io-pin-count = 6

[layout]
final_cell_count_no_fill = 75
filler_cell_count = 403
area.growth.synth_to_final_pct = 74.0
share_of_cells_above_drive_strength_1_pct = 27.6
mostFrequentLayoutCells = inv_1, clkdlybuf4s50_1, clkbuf_4
largest_register_ffs = 4

[global_routing]
grt_pass1_wl_um = 841
met2_layer_usage_reported_by_global_route_pct = 1.12
grt_start_max_net_pins = 7
track_usage_pct = 1.85
globalRouteMet3Util_pct = 3.41
globalRouteOverflowTotal = 0
grt.busiest_layer = met3
global_routing_met1_resource_utilization_pct = 2.33
antenna_found_initial = 0
vias_in_the_first_global_route = 179

[final_timing]
fin_tns_setup_ns = 0
final_ws_setup_ns = 0.0453
final_min_period_over_clock_period_pct = 96.8
hold_slack_ns = 0.575
final_slew_viol_count = 0
setup_repair_after_global_routing_missed_its_margin = no
fin_skew_ns = 0.00231
post-route-min-period_ns = 1.35
clock.fmax_ghz = 0.738
timing_worst_slew_pin_value_ns = 0.219
timing.final.hold_violations = 0
slew-limit-headroom_pct = 85.2
setup_viol = 0

[min_path]
hp-start = saida[0]
worst_hold_class = reg -> reg

[flow_run]
max_cap_violations = 0
openroad.warnings = 26

[run_status]
result_of_the_run = finished, final reports clean
-- cells by family after synthesis --
family          after synthesis  synth area share, %
compound gates                3                 8.44
fa+ha+maj                     2                 13.0
buf+inv                       4                 7.79
flops                         4                 41.6
simple gates                  8                 29.2
-- power groups by stage --
stage         logic [W]  clock network (W)  registers, W
global route  0.0000456           0.000160      0.000132
finish        0.0000384           0.000142      0.000129
CTS           0.0000401           0.000145      0.000133
-- cell type report --
type | instances | area (um2) | area share [%]
Inverter | 4 | 15.0 | 4.48
Tap cell | 46 | 57.6 | 17.2
Clock buffer | 3 | 22.5 | 6.72
Timing Repair Buffer | 5 | 52.6 | 15.7
Sequential cell | 4 | 90.1 | 26.9
Multi-Input combinational cell | 13 | 97.6 | 29.1
-- stage by stage --
stage          utilization (%)  area (um2)
6_report                  9.82         335
3_5_place_dp              8.79         300
3_3_place_gp              8.79         300
4_1_cts                   9.60         328
5_1_grt                   9.82         335
2_1_floorplan                -         193
-- per-layer routing --
metal / wire length, um / vias up / share of wire (%)
li1: - / 86 / -
met1: 229 / 68 / 46
met2: 103 / 12 / 21
met3: 164 / 0 / 33
met4: 0 / 0 / 0
met5: 0 / - / 0
-- final timing paths --
path                                 end  slack [ns]  cells past startpoint
worst max-delay path            saida[0]        0.05                      1
worst min-delay path            saida[0]        0.57                      2
worst max register to register  saida[2]        0.28                      5
worst min register to register  saida[0]        0.57                      2
-- cells in the mapped netlist --
cell type / n
nor3b_2: 1
nand4b_1: 1
and2_1: 1
nand2b_1: 1
nand2_1: 1
ha_1: 2
nor2b_1: 1
and3_1: 2
a31oi_1: 1
dfxtp_1: 4
o21ai_0: 1
o21ai_1: 1
inv_1: 4
-- repair_timing --
| item | 4_1_cts | 5_1_grt |
|---|---|---|
| endpoints found under the setup margin | 4 | 3 |
| gates resized | 4 | 3 |
| hold buffers | 0 | 0 |
| endpoints found under the hold margin | 0 | 0 |
Power and IR drop assume default switching activity.
