<file path="flow/config.mk">
export PLATFORM = sky130hd
export DESIGN_NAME = Mod_Teste
export DESIGN_NICKNAME = Mod_Teste
export VERILOG_FILES = /design/flow/design.v
export SDC_FILE = /design/flow/constraint.sdc
export NUM_CORES = 4
export LEC_CHECK = 1
export CORE_UTILIZATION = 50
</file>
<file path="flow/constraint.sdc">
current_design Mod_Teste

set clk_period 3.8
set clk_io_pct 0.2

create_clock -name clk0 -period $clk_period [get_ports {CLOCK_50}]

set non_clock_inputs [all_inputs -no_clocks]
set_input_delay [expr $clk_period * $clk_io_pct] -clock clk0 $non_clock_inputs
set_output_delay [expr $clk_period * $clk_io_pct] -clock clk0 [all_outputs]
</file>
<file path="flow/design.v">
module Desafio_ULA(input [3:0] a, b, input [1:0] selecao,
                   output reg [3:0] saida);
		always@(*)
			if (selecao == 2'b00)
				saida = a + b;
			else if (selecao == 2'b01)
				saida = a - b;
			else if (selecao == 2'b10)
				saida = a >> b;
			else if (selecao == 2'b11)
				saida = a << b;
endmodule
module LCD_Controller (	 
						iDATA,iRS,
						iStart,oDone,
						iCLK,iRST_N,
						LCD_DATA,
						LCD_RW,
						LCD_EN,
						LCD_RS	);
parameter	CLK_Divide	=	16;
input	[7:0]	iDATA;
input	iRS,iStart;
input	iCLK,iRST_N;
output	reg		oDone;
output	[7:0]	LCD_DATA;
output	reg		LCD_EN;
output			LCD_RW;
output			LCD_RS;
reg		[4:0]	Cont;
reg		[1:0]	ST;
reg		preStart,mStart;
assign	LCD_DATA	=	iDATA; 
assign	LCD_RW		=	1'b0;
assign	LCD_RS		=	iRS;
always@(posedge iCLK or negedge iRST_N)
begin
	if(!iRST_N)
	begin
		oDone	<=	1'b0;
		LCD_EN	<=	1'b0;
		preStart<=	1'b0;
		mStart	<=	1'b0;
		Cont	<=	0;
		ST		<=	0;
	end
	else
	begin
		preStart<=	iStart;
		if({preStart,iStart}==2'b01)
		begin
			mStart	<=	1'b1;
			oDone	<=	1'b0;
		end
		if(mStart)
		begin
			case(ST)
			0:	ST	<=	1;	 
			1:	begin
					LCD_EN	<=	1'b1;
					ST		<=	2;
				end
			2:	begin					
					if(Cont<CLK_Divide)
					Cont	<=	Cont+1;
					else
					ST		<=	3;
				end
			3:	begin
					LCD_EN	<=	1'b0;
					mStart	<=	1'b0;
					oDone	<=	1'b1;
					Cont	<=	0;
					ST		<=	0;
				end
			endcase
		end
	end
end
endmodule
module	LCD_TEST (	 
					iCLK,iRST_N,
					d0x0,d0x1,d0x2,d0x3,d0x4,d0x5,d1x0,d1x1,d1x2,d1x3,d1x4,d1x5,
					LCD_DATA,LCD_RW,LCD_EN,LCD_RS	);
input			iCLK,iRST_N;
input  [7:0] d0x0,d0x1,d0x2,d0x3,d0x4,d0x5,d1x0,d1x1,d1x2,d1x3,d1x4,d1x5;
output	[7:0]	LCD_DATA;
output			LCD_RW,LCD_EN,LCD_RS;
reg	[5:0]	LUT_INDEX;
reg	[8:0]	LUT_DATA;
reg	[5:0]	mLCD_ST;
reg	[17:0]	mDLY;
reg			mLCD_Start;
reg	[7:0]	mLCD_DATA;
reg			mLCD_RS;
wire		mLCD_Done;
parameter	LCD_INTIAL	=	0;
parameter	LCD_RESTART	=	4;
parameter	LCD_LINE1	=	5;
parameter	LCD_CH_LINE	=	LCD_LINE1+16;
parameter	LCD_LINE2	=	LCD_LINE1+16+1;
parameter	LUT_SIZE	=	LCD_LINE2+16-1;
always@(posedge iCLK or negedge iRST_N)
begin
	if(!iRST_N)
	begin
		LUT_INDEX	<=	0;
		mLCD_ST		<=	0;
		mDLY		<=	0;
		mLCD_Start	<=	0;
		mLCD_DATA	<=	0;
		mLCD_RS		<=	0;
	end
	else
	begin
		begin
			case(mLCD_ST)
			0:	begin
					mLCD_DATA	<=	LUT_DATA[7:0];
					mLCD_RS		<=	LUT_DATA[8];
					mLCD_Start	<=	1;
					mLCD_ST		<=	1;
				end
			1:	begin
					if(mLCD_Done)
					begin
						mLCD_Start	<=	0;
						mLCD_ST		<=	2;					
					end
				end
			2:	begin
					if(mDLY<18'h3FFFE)
					mDLY	<=	mDLY+1;
					else
					begin
						mDLY	<=	0;
						mLCD_ST	<=	3;
					end
				end
			3:	begin
					if(LUT_INDEX<LUT_SIZE)
						LUT_INDEX	<=	LUT_INDEX+1;
					else
						LUT_INDEX	<=	LCD_RESTART;
					mLCD_ST	<=	0;
				end
			endcase
		end
	end
end
function [8:0] hex2char;
	input [3:0] h;
	hex2char = (h>9 ? 9'h137 : 9'h130) + h;	
endfunction
always
begin
	case(LUT_INDEX)
	LCD_INTIAL+0:	LUT_DATA	<=	9'h038;
	LCD_INTIAL+1:	LUT_DATA	<=	9'h00C;
	LCD_INTIAL+2:	LUT_DATA	<=	9'h001;
	LCD_INTIAL+3:	LUT_DATA	<=	9'h006;
	LCD_INTIAL+4:	LUT_DATA	<=	9'h080;
	LCD_LINE1+0:	LUT_DATA	<=	hex2char(d0x0[ 7: 4]);
	LCD_LINE1+1:	LUT_DATA	<=	hex2char(d0x0[ 3: 0]);
	LCD_LINE1+2:	LUT_DATA	<=	9'h120;
	LCD_LINE1+3:	LUT_DATA	<=	hex2char(d0x1[ 7: 4]);             
	LCD_LINE1+4:	LUT_DATA	<=	hex2char(d0x1[ 3: 0]);
	LCD_LINE1+5:	LUT_DATA	<=	9'h120;
	LCD_LINE1+6:	LUT_DATA	<=	hex2char(d0x2[ 7: 4]);           
	LCD_LINE1+7:	LUT_DATA	<=	hex2char(d0x2[ 3: 0]);
	LCD_LINE1+8:	LUT_DATA	<=	9'h120;
	LCD_LINE1+9:	LUT_DATA	<=	hex2char(d0x3[ 7: 4]);          
	LCD_LINE1+10:	LUT_DATA	<=	hex2char(d0x3[ 3: 0]);
	LCD_LINE1+11:	LUT_DATA	<=	9'h120;
	LCD_LINE1+12:	LUT_DATA	<=	hex2char(d0x4[ 7: 4]);             
	LCD_LINE1+13:	LUT_DATA	<=	hex2char(d0x4[ 3: 0]);
	LCD_LINE1+14:	LUT_DATA	<=	9'h120;
	LCD_LINE1+15:	LUT_DATA	<=	hex2char(d0x5[ 3: 0]);
	LCD_CH_LINE:	LUT_DATA	<=  9'h0C0;	                    
	LCD_LINE2+0:	LUT_DATA	<=	hex2char(d1x0[ 7: 4]);
	LCD_LINE2+1:	LUT_DATA	<=	hex2char(d1x0[ 3: 0]);
	LCD_LINE2+2:	LUT_DATA	<=	9'h120;
	LCD_LINE2+3:	LUT_DATA	<=	hex2char(d1x1[ 7: 4]);             
	LCD_LINE2+4:	LUT_DATA	<=	hex2char(d1x1[ 3: 0]);
	LCD_LINE2+5:	LUT_DATA	<=	9'h120;
	LCD_LINE2+6:	LUT_DATA	<=	hex2char(d1x2[ 7: 4]);           
	LCD_LINE2+7:	LUT_DATA	<=	hex2char(d1x2[ 3: 0]);
	LCD_LINE2+8:	LUT_DATA	<=	9'h120;
	LCD_LINE2+9:	LUT_DATA	<=	hex2char(d1x3[ 7: 4]);          
	LCD_LINE2+10:	LUT_DATA	<=	hex2char(d1x3[ 3: 0]);
	LCD_LINE2+11:	LUT_DATA	<=	9'h120;
	LCD_LINE2+12:	LUT_DATA	<=	hex2char(d1x4[ 7: 4]);             
	LCD_LINE2+13:	LUT_DATA	<=	hex2char(d1x4[ 3: 0]);
	LCD_LINE2+14:	LUT_DATA	<=	9'h120;
	LCD_LINE2+15:	LUT_DATA	<=	hex2char(d1x5[ 3: 0]);
	default:	    LUT_DATA	<=	9'h120;
	endcase
end
LCD_Controller 		u0	(	 
							.iDATA(mLCD_DATA),
							.iRS(mLCD_RS),
							.iStart(mLCD_Start),
							.oDone(mLCD_Done),
							.iCLK(iCLK),
							.iRST_N(iRST_N),
							.LCD_DATA(LCD_DATA),
							.LCD_RW(LCD_RW),
							.LCD_EN(LCD_EN),
							.LCD_RS(LCD_RS)	);
endmodule
`default_nettype none  
module Mod_Teste (
input CLOCK_27, CLOCK_50,
input [3:0] KEY,
input [17:0] SW,
output [0:6] HEX0, HEX1, HEX2, HEX3, HEX4, HEX5, HEX6, HEX7,
output [8:0] LEDG,
output [17:0] LEDR,
output UART_TXD,
input UART_RXD,
inout [7:0] LCD_DATA,
output LCD_ON, LCD_BLON, LCD_RW, LCD_EN, LCD_RS,
inout [35:0] GPIO_0, GPIO_1
);
assign GPIO_1 = 36'hzzzzzzzzz;
assign GPIO_0 = 36'hzzzzzzzzz;
assign LCD_ON = 1'b1;
assign LCD_BLON = 1'b1;
wire [7:0] w_d0x0, w_d0x1, w_d0x2, w_d0x3, w_d0x4, w_d0x5,
w_d1x0, w_d1x1, w_d1x2, w_d1x3, w_d1x4, w_d1x5;
LCD_TEST MyLCD (
.iCLK ( CLOCK_50 ),
.iRST_N ( KEY[0] ),
.d0x0(w_d0x0),.d0x1(w_d0x1),.d0x2(w_d0x2),.d0x3(w_d0x3),.d0x4(w_d0x4),.d0x5(w_d0x5),
.d1x0(w_d1x0),.d1x1(w_d1x1),.d1x2(w_d1x2),.d1x3(w_d1x3),.d1x4(w_d1x4),.d1x5(w_d1x5),
.LCD_DATA( LCD_DATA ),
.LCD_RW ( LCD_RW ),
.LCD_EN ( LCD_EN ),
.LCD_RS ( LCD_RS )
);
somador4b som_sub(.a(SW[3:0]), .b(SW[7:4]), .selecao(SW[17]), .saida(LEDR[3:0]));
Desafio_ULA desafio(.a(SW[3:0]), .b(SW[7:4]), .selecao(SW[17:16]), .saida(LEDR[7:4]));
endmodule
module somador4b(input[3:0] a, b, 
                 input selecao,
				     output reg [3:0] saida);
		 always @(*) 
			if (selecao == 0)
				saida = a + b;
			else 
				saida = a - b;
endmodule
</file>
<file path="flow/run.sh">
#!/bin/bash
# OpenROAD 26Q1-2900-gdf79404cd8, Yosys 0.63+post, stock flow scripts
make -C /OpenROAD-flow-scripts/flow DESIGN_CONFIG=/design/flow/config.mk WORK_HOME=/design/flow/orfs finish
</file>
==> results.sh <==
# source this file to load flow results
export IMPL_error="[error] [KeplerFormal.cpp:679] Workflow failed: Iso has multiple drivers: .LCD_DATA0, LCD_DATA[0]$_DFFE_PN0P_.Q0"
export IMPL_portBuffers=21
export IMPL_place_congestion=0.888
export IMPL_cts_root_buffer="clkbuf_8"
export IMPL_synth_async_reset_ratio_pct=92.7
export IMPL_post_cts_setup_buffers=1
export IMPL_syn_inst=489
export IMPL_fp_utilization_pct=51.8
export IMPL_lastStage="clock tree synthesis"
export IMPL_cts_buffers=5
export IMPL_dieWidth_um=94.5
export IMPL_edf_count=0
export IMPL_unconstrained_endpoints=4
export IMPL_unclocked_pins=4
export IMPL_ios=194
export IMPL_syn_area_um2=4280
export IMPL_synth_flops=55
export IMPL_synth_warnings=170
export IMPL_cts_max_path_buffers=2
export IMPL_yosysChipArea_um2=4280
export IMPL_largest_area_cell="dfrtp_1"
export IMPL_status="did not finish"
export IMPL_synthFlopType="dfrtp_1"
export IMPL_placed_cells=604
export IMPL_avgSynthCellArea_um2=8.75
export IMPL_place_hpwl_mm=4.63
export IMPL_cts_hold_buffers=0
export IMPL_htree_levels=2
export IMPL_row_count=33
export IMPL_top_area_share_pct=28.7
export IMPL_die_height_um=94.5
export IMPL_synth_cell_type_count=58
export IMPL_top_cells_by_area="dfrtp_1, buf_4, ha_1"
export IMPL_post_cts_resized=11
export IMPL_place_ws_ns=-0.248
export IMPL_yosys_cells=489
-- cell usage after synthesis, types with 5 or more instances --
library cell / number
nand3_1: 20
a31oi_1: 11
a21oi_1: 17
nor2_1: 26
inv_1: 26
o21ai_0: 21
nand2_1: 28
o22ai_1: 6
xnor2_1: 5
mux2i_1: 9
dfrtp_1: 49
clkbuf_1: 7
nor2b_1: 5
buf_2: 6
ha_1: 14
nand4_1: 5
xor2_1: 11
buf_4: 152
-- kinds of logic after synthesis --
| kind of cell | after synthesis | share of synthesized area, % |
|---|---|---|
| AOI/OAI and AO/OA | 80 | 11.8 |
| xor gates and xnor gates | 16 | 3.28 |
| adders and majority gates | 16 | 5.03 |
| buffers and inverters | 194 | 30.7 |
| DFF | 51 | 29.9 |
| latches | 4 | 1.40 |
| muxes | 12 | 2.90 |
| other | 2 | 0.176 |
| and+or+nand+nor | 114 | 14.7 |
-- stage by stage --
step	cell area (um^2)	total power, uW	utilization [%]	hold WS, ns	setup TNS, ns
after floorplan	4850	723	-	0.373	0
after global placement	4000	677	48.4	0.421	-0.533
after detailed placement	4000	675	48.4	0.430	-0.518
Power figures rest on the tool's default switching activity, not on a simulated workload.
