==> /design/flow/design.v <==
module divisor_clock(input entrada, output reg saida);
	reg [24:0] contador = 25'd0;
	always@(posedge entrada)
	begin
		if (contador == 25'd25000000)
		begin
			contador = 25'd0;
			saida = ~saida;
		end
		else	
			contador = contador + 1;
	end
endmodule
==> /design/flow/run.sh <==
#!/bin/bash
# OpenROAD 26Q1-2900-gdf79404cd8, Yosys 0.63+post, stock flow scripts
make -C /OpenROAD-flow-scripts/flow DESIGN_CONFIG=/design/flow/config.mk WORK_HOME=/design/flow/orfs finish
==> /design/flow/config.mk <==
export PLATFORM = sky130hd
export DESIGN_NAME = divisor_clock
export DESIGN_NICKNAME = divisor_clock
export VERILOG_FILES = /design/flow/design.v
export SDC_FILE = /design/flow/constraint.sdc
export NUM_CORES = 4
export LEC_CHECK = 1
export CORE_AREA = 10 10 88 88
export DIE_AREA = 0 0 98 98
==> /design/flow/constraint.sdc <==
current_design divisor_clock

set clk_period 5.3
set clk_io_pct 0.2

create_clock -name clk0 -period $clk_period [get_ports {entrada}]

set non_clock_inputs [all_inputs -no_clocks]
set_input_delay [expr $clk_period * $clk_io_pct] -clock clk0 $non_clock_inputs
set_output_delay [expr $clk_period * $clk_io_pct] -clock clk0 [all_outputs]
==> results.txt <==
outcome = completed
via/cell ratio = 4.034
Syn Std Cell Area = 1147 um2
# DRC = 0
Pre-antenna DRT Iters = 4
TNS Setup = 0 ns
I/O pin cnt = 2
share of cells above drive strength 1 = 9.302%
Routed WL = 1994 um
Seq cells post-synth = 26
WHS Path Cells = 1
Yosys warnings = 1
Final Wtd Congestion = 0.9052
RR Endpoint = saida
number of enable flip-flop cells = 1
WP data arrival = 2.33 ns
gr usage total = 4.103%
reg2reg path depth = 6
worst r2r src = contador[0]
DP Wirelength = 1444 um
Cells after Synth = 125
endpoints failing hold = 0
TritonCTS clock tree = yes
Mean Syn Cell Area = 9.179 um2
ant diodes = 0
Post-CTS Resized = 0
count leader, synth = dfxtp_1
Clock transition at path regs = 0.08 ns
global-route wire length before repair = 3505 um
ys cells = 125
CTS buffer count = 3
VDD IR max = 0.09538 mV
Finish-stage setup viols = 0
initial antenna violation count = 0
chip area = 9604 um2
routed length per instance = 9.775 um
Crit. End Element = register
Layout area overhead = 13.74%
Final Max-Slew Violation Tally = 0
clk sinks = 26
Clock Latency Late Sink = 0.26 ns
Port Buffers = 1
post-route antenna net violation count = 0
worst hold start = contador[24]
fin crit share = 44.32%
Startpoint Class = register
WS Path Type = register to register
most common library cells after synthesis = 25 x dfxtp_1, 18 x nor2_1, 11 x xnor2_1
Vias = 823
core area = 5921 um2
Yosys top cell area share = 43.62%
Slew @ Worst Pin = 0.6909 ns
register share after synthesis = 46.24%
Setup Buffers After CTS = 0
CTS Buffer Depth = 2
fmax = 425.7 MHz
Hold Path Sink = contador[24]
max_slew headroom = 53.56%
leakage = 0.4390 nW
max cap viols = 0
Clock Root Buffer = clkbuf_8
Worst EP required = 5.28 ns
critical path fanouts, max = 9
DR iter-0 viols = 45
CTS HTree Levels = 1
vias in the first global route = 753
synthesis area per yosys = 1147 um2
r2r setup slk = 2.95 ns
largest area contributor in the netlist = dfxtp_1
CTS Hold Bufs = 0
asr flop ratio synth = 0%
die height = 98 um
Util after Layout = 22.04%
OpenROAD warnings = 26
die width = 98 um
grt total ovfl = 0
Site Rows = 28
Cell Pwr Density = 245.8 nW/um2
main flop type = dfxtp_1
Top cells by area = dfxtp_1 44%, xnor2_1 8.4%, nor2_1 5.9%
FP Core Util = 19.38%
worst hold path class = register to register
setup clock skew after layout = 0.001314 ns
pin count of the biggest net entering global routing = 15
RSZ-0062 raised after global routing = false
minimum clock period = 2.349 ns
Cell Type Count = 33
per-layer routing:
metal | track usage [%] | part of all wire (%) | vias up
met4 | 0.8949 | 1.7 | 0
met3 | 0.6401 | 2.8 | 2
met2 | 5.787 | 40 | 13
met5 | 0 | 0 | -
met1 | 6.364 | 55 | 369
li1 | - | - | 439
metrics by stage:
stage          cell area [um2]  setup WS, ns  power, mW  hold slack [ns]  std cells
2_1_floorplan             1147         3.299     0.2008           0.4370        125
3_3_place_gp              1250         2.931     0.2008           0.4667        200
3_5_place_dp              1250         3.017     0.2008           0.4700        200
4_1_cts                   1305         2.962     0.3256           0.4832        204
5_1_grt                   1305         2.788     0.3312           0.5124        204
6_report                  1305         2.951     0.3208           0.4784        204
cell type report:
type / instances / area, um2
clock buffer: 4 / 55.05
fill: 607 / 4616
inverter: 6 / 22.52
multi-input combinational: 91 / 585.6
sequential: 26 / 530.5
tap: 75 / 93.84
timing repair buffer: 2 / 17.52
how the worst max path moves through the flow:
stage	from	endpoint	slack (ns)	cells past startpoint
4_1_cts	contador[0]	saida	2.96	6
5_1_grt	contador[0]	saida	2.79	6
6_report	contador[0]	saida	2.95	6
report_power, final:
part	switching, mW	internal [mW]
Sequential	0	0.196
Clock	0.0583	0.0663
Combinational	0	0
critical path, cell delays in order (launching register included):
cell and delay (ns):
dfxtp_1 0.37, inv_1 0.09, ha_1 0.14, nor4b_1 0.34
nand3_1 0.18, nor4_2 0.67, buf_4 0.28
state kept, by name (all words and copies together), names as in the netlist:
name and flops:
contador 25, saida 1
placed cells by master, fill, tap and decap left out, drive strengths merged:
| cell | count |
|---|---|
| nand2 | 8 |
| or2 | 1 |
| or4b | 2 |
| dfxtp | 25 |
| nor4b | 2 |
| or4 | 1 |
| and2 | 1 |
| nand4 | 6 |
| nand3b | 3 |
| o21ai | 4 |
| buf | 1 |
| edfxtp | 1 |
| or3 | 1 |
| a21oi | 1 |
| xor2 | 7 |
| and4 | 1 |
| nor3 | 4 |
| xnor2 | 11 |
| ha | 2 |
| nand2b | 1 |
| nand3 | 10 |
| nor4 | 2 |
| mux2i | 1 |
| clkbuf | 4 |
| nor2 | 18 |
| nor2b | 1 |
| inv | 6 |
| clkdlybuf4s50 | 1 |
| and3 | 3 |
logic make-up (layout without fill, tap and decap cells):
group                      Yosys count  count (layout)  share of synthesized area, %
AOI/OAI and AO/OA                    5               5                         2.508
xor gates and xnor gates            18              18                         13.74
adders and majority gates            2               2                         2.181
buffers and inverters                8              12                         2.725
DFF                                 26              26                         46.24
muxes                                1               1                        0.8724
and+or+nand+nor                     65              65                         31.74
No activity file was given, so power comes from the tool's default toggle rates.
